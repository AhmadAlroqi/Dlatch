==> design/flow/design.v <==
module seven_seg_decoder(input  wire [3:0] bin,output reg  [6:0] seg);
logic w,x,y,z;
assign w = bin[3];
assign x = bin[2];
assign y = bin[1];
assign z = bin[0];
assign seg[0] = (~w&x&~y&~z) | (~w&~x&~y&z) | (w&x&~y&z) | (w&~x&y&z);
assign seg[1] = (w&x&~z) | (w&y&z) | (~w&x&~y&z) | (x&y&~z);
assign seg[2] = (~w&~x&y&~z) | (w&x&~y&~z) | (w&x&y);
assign seg[3] =(~w&~x&~y&z) | (~w&x&~y&~z) | (w&~x&y&~z) | (x&y&z);
assign seg[4] = (~w&z) | (~w&x&~y&~z) | (w&~x&~y&z);
assign seg[5] = (~w&~x&y) | (~w&~x&~y&z) | (~w&x&y&z) | (w&x&~y&z);
assign seg[6] = (~w&~x&~y) | (w&x&~y&~z) | (~w&x&y&z);
endmodule
==> design/flow/run.sh <==
#!/bin/bash
# OpenROAD 26Q1-2900-gdf79404cd8, Yosys 0.63+post, stock flow scripts
make -C /OpenROAD-flow-scripts/flow DESIGN_CONFIG=/design/flow/config.mk WORK_HOME=/design/flow/orfs finish
==> design/flow/config.mk <==
export PLATFORM = sky130hd
export DESIGN_NAME = seven_seg_decoder
export DESIGN_NICKNAME = seven_seg_decoder
export VERILOG_FILES = /design/flow/design.v
export SDC_FILE = /design/flow/constraint.sdc
export NUM_CORES = 4
export LEC_CHECK = 1
export CORE_AREA = 10 10 70 70
export DIE_AREA = 0 0 80 80
==> design/flow/constraint.sdc <==
current_design seven_seg_decoder

set clk_period 2.0
set clk_io_pct 0.2

create_clock -name clk0 -period $clk_period

set non_clock_inputs [all_inputs -no_clocks]
set_input_delay [expr $clk_period * $clk_io_pct] -clock clk0 $non_clock_inputs
set_output_delay [expr $clk_period * $clk_io_pct] -clock clk0 [all_outputs]
==> results.sh <==
# yosys + openroad results
export IMPL_status="finished clean"
export IMPL_drt_iter0_drc=26
export IMPL_syn_area_sq_um=203.9
export IMPL_wl_per_cell_um=7.732
export IMPL_drive_gt1_share_pct=37.25
export IMPL_end_kind="output port"
export IMPL_design_area_sq_um=457.9
export IMPL_grt_overflow=0
export IMPL_chipArea_sq_um=6400
export IMPL_place_gp_congestion=0.6495
export IMPL_largest_area_cell="nor3b_2"
export IMPL_setup_viol=0
export IMPL_crit_fanout=4
export IMPL_coreArea_sq_um=3416
export IMPL_die_y_um=80
export IMPL_grt_pass1_vias=276
export IMPL_hold_path_class="in -> out"
export IMPL_io_buffers=11
export IMPL_finalCriticalPeriod_ns=1.925
export IMPL_diodes=0
export IMPL_p_leak_nw=0.2355
export IMPL_synthCells=31
export IMPL_grt_pass1_wl_mm=1.255
export IMPL_postRouteAntennaNets=0
export IMPL_maxSlewViolCount=0
export IMPL_power_density_nw_per_um2=174.7
export IMPL_drcViolationCount=0
export IMPL_period_used_pct=96.25
export IMPL_avgSynthCellArea_sq_um=6.579
export IMPL_yosysSeqAreaShare_pct=0
export IMPL_seq_cell_count=0
export IMPL_warning_count=33
export IMPL_seq_area_sq_um=0
export IMPL_start_kind="input port"
export IMPL_setup_tns_final_ns=0
export IMPL_slew_headroom_pct=83.47
export IMPL_fmax_mhz=519.5
export IMPL_fillCellCount=395
export IMPL_dp_hpwl_um=622.6
export IMPL_initial_core_util_pct=5.971
export IMPL_viasPerCell=2.938
export IMPL_tightestPinTransition_ns=0.2479
export IMPL_maxCapViolCount=0
export IMPL_area_growth_pct=124.5
export IMPL_dp_slack_ns=-0.4628
export IMPL_antenna_found_initial=0
export IMPL_ys_cells=31
export IMPL_p_total_w=0.00008001
export IMPL_hold_viol=0
export IMPL_post_route_util_pct=13.41
export IMPL_rsz0062_at_grt="no"
export IMPL_synth_chip_area_sq_um=203.9
export IMPL_cp_data_arrival_time_ns=1.53
export IMPL_grt_max_degree=10
export IMPL_placed_area_sq_um=434.2
export IMPL_clkbuf_count=0
export IMPL_max_vdd_ir_drop_mv=0.02521
export IMPL_required_ns=1.60
export IMPL_top_area_share_pct=12.27
export IMPL_yosysWarnings=7
export IMPL_area_leaders="nor3b_2 (12%), buf_4 (11%), a21oi_1 (9.8%), mux2i_1 (9.8%), nor3_1 (7.4%)"
export IMPL_crit_type="in -> out"
export IMPL_drt_first_pass_iters=2
export IMPL_grtUsageTotal_pct=2.286
export IMPL_via_count=285
export IMPL_dieWidth_um=80
export IMPL_synth_cell_types=18
export IMPL_comb_area_sq_um=190.2
export IMPL_std_cell_rows=21
export IMPL_ios=11
export IMPL_setup_ws_ns=0.07490
export IMPL_drt_total_wl_um=750
## worst max-delay path, stage by stage
cell and delay, ns:
clkdlybuf4s15_2 0.21, nor3b_4 0.23, buf_4 0.14, a21o_1 0.07
clkdlybuf4s50_1 0.47
## metal layers
| metal | track usage, % | vias to the layer above | part of all wire, % | wire (um) |
|---|---|---|---|---|
| met3 | 0.4545 | 0 | 7.6 | 57 |
| met4 | 0 | 0 | 0 | 0 |
| met5 | 0 | - | 0 | 0 |
| li1 | - | 156 | - | - |
| met2 | 3.692 | 6 | 44 | 331 |
| met1 | 3.230 | 123 | 48 | 361 |
## report_power, final
group	total [W]	internal (W)	switching, W
Clock	0	0	0
Sequential	0	0	0
Combinational	0.0000800	0.0000491	0.0000309
Total	0.0000800	0.0000491	0.0000309
## synthesized netlist by cell type
master	instances
a21oi_1	4
buf_4	3
nor3_1	3
o21ai_1	3
mux2i_1	2
nand2b_1	2
nor3b_2	2
o21ai_0	2
a21o_1	1
a31oi_1	1
and3b_1	1
and4_1	1
buf_2	1
inv_1	1
nand2_1	1
nand3_1	1
or3_1	1
xor2_1	1
## cells by family (layout without fill, tap and decap cells)
kind of cell / after synthesis / in the layout / share of synthesized area (%)
buf+inv: 5 / 25 / 15.33
simple gates: 12 / 12 / 41.71
xor+xnor: 1 / 1 / 4.295
compound gates: 11 / 11 / 28.84
mux: 2 / 2 / 9.816
## cells in the final DEF, fill, tap and decap left out, types with 2 or more instances in the layout
cell,n
buf_4,12
dlymetal6s2s_1,3
dlygate4sd2_1,3
a21oi_1,4
o21ai_1,3
nor3_1,2
nor3b_4,2
mux2i_1,2
o21ai_0,2
buf_2,2
nand2b_1,2
## path summary, 6_finish.rpt
path | startpoint | end | slack [ns] | cells past startpoint
hold / removal | bin[3] | seg[5] | 1.25 | 4
setup / recovery | bin[2] | seg[4] | 0.07 | 5
## layout make-up
cell class | count | area share (%)
tap | 46 | 12.57
inverter | 1 | 0.8197
multi-input combinational | 26 | 41.53
timing repair buffer | 24 | 45.08
## stage by stage
step / hold WS, ns / instances
floorplan: 0.8978 / 31
global placement: 1.970 / 96
detailed placement: 1.959 / 96
CTS: 1.452 / 96
global route: 1.306 / 97
finish: 1.246 / 97
## timing repair
item | in CTS | in global routing
setup buffers | 0 | 1
hold buffers | 0 | 0
pin swaps | 1 | 2
resized | 20 | 5
setup endpoints to repair | 7 | 4
