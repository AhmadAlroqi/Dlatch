<file path="flow/design.v">
`timescale 1ns / 1ps
module eightcounter #(parameter n =4  )(
    input logic clk,
    input logic reset,
    output logic [n-1:0]count
    );
    always_ff @(posedge clk or negedge reset) begin
        if (!reset)       
            count <= n-1'd0;   
        else
            count <= count + n-1'd1;
    end
endmodule
</file>
<file path="flow/run.sh">
#!/bin/bash
# OpenROAD 26Q1-2900-gdf79404cd8, Yosys 0.63+post, stock flow scripts
make -C /OpenROAD-flow-scripts/flow DESIGN_CONFIG=/design/flow/config.mk WORK_HOME=/design/flow/orfs finish
</file>
<file path="flow/config.mk">
export PLATFORM = sky130hd
export DESIGN_NAME = eightcounter
export DESIGN_NICKNAME = eightcounter
export VERILOG_FILES = /design/flow/design.v
export SDC_FILE = /design/flow/constraint.sdc
export NUM_CORES = 4
export LEC_CHECK = 1
export CORE_AREA = 10 10 70 70
export DIE_AREA = 0 0 80 80
</file>
<file path="flow/constraint.sdc">
current_design eightcounter

set clk_period 1.8
set clk_io_pct 0.2

create_clock -name clk0 -period $clk_period [get_ports {clk}]

set non_clock_inputs [all_inputs -no_clocks]
set_input_delay [expr $clk_period * $clk_io_pct] -clock clk0 $non_clock_inputs
set_output_delay [expr $clk_period * $clk_io_pct] -clock clk0 [all_outputs]
</file>
==> deck_impl_summary.md <==
Key Metrics from the Run

Floorplanning
  – I/O Pins: 6
  – FP Util: 0.0443
  – Chip width: about 80 µm
  – Die span in y: around 80 µm
  – CORE AREA: about 3400 µm²
  – Placement Rows: 21
  – Die ar.: between 6000 and 7000 µm²

Power
  – Total power: ~220 µW
  – Switch share: 0.193
  – Power share of the clock group: 0.569
  – Leakage: just under 0.0001 µW
  – Comb pwr share: 0.016
  – Internal power: between 150 and 200 µW
  – Cell Pwr Density: between 700 and 800 nW/µm²
  – Switch Pwr: ~42 µW
  – Share of power burned in registers: 0.415
  – Worst VDD drop: roughly 0.11 mV

Placed design
  – Hpwl dp: 260 µm
  – Placer Congestion: around 0.65
  – Placed Cells: 62
  – Port bufs: 5
  – Dpl ws: 425 ps

Logic synthesis
  – Post-Syn Area per Cell: roughly 14 µm²
  – Seq share, synth: 0.669
  – #FFs+latches synth: 4
  – Synth cell types: 6
  – Post-Syn Instances: 11
  – Syn. warnings: 1
  – YS chip area: approximately 150 µm²
  – Synthesized cell area: 151 µm²
  – Ys cells: 11

STA
  – Setup ws final: between 150 and 200 ps
  – Setup violations, final: 0
  – Final Max Slew Viols: 0
  – Worst-Margin Slew: 173 ps
  – Tcrit/Tclk final: 0.895
  – RSZ-0062 raised after global routing: false
  – Clk_skew: ~6.8 ps
  – Final hold violation count: 0
  – Max_slew headroom: 0.884
  – Fin crit period: 1610 ps
  – Fmax: 621 MHz
  – Total Neg Setup Slack: 0 ps

Routing
  – # diodes: 0
  – Routed wire per std cell: roughly 4.7 µm
  – 1st-pass router iterations: 2
  – Iteration-0 DRC Markers: 2
  – Vias per cell: between 1.5 and 2
  – Vias: 103
  – Final WL: ~310 µm
  – Drt drc: 0
  – Post-DRT Antenna Nets: 0

Critical path
  – CP Capture Type: output pin
  – Crit path DRT: around 1400 ps
  – Crit path max fanout: 3
  – Crit path buffers/inverters: 1
  – Crit Path Category: reg -> out
  – CP arrival: around 1300 ps
  – Worst R2R Start: count[0]$_DFF_PN0_
  – Family with the most delay on the worst path: flip-flops
  – Worst path slowest cell: dfstp_2
  – CP max stage delay: 550 ps
  – Startpoint types: flop
  – Worst-path cell chain: clkdlybuf4s50_1
  – Worst setup path start: count[2]$_DFF_PN1_

Clock network
  – Post-CTS Hold Fix Bufs: 0
  – Post-CTS Repair Setup Buffers: 0
  – Max clock buf depth: 2
  – H-tree depth: 1
  – Inserted Clock Buffers: 3
  – Root Driver: clkbuf_4
  – Insertion Delay late pin: between 200 and 250 ps
  – Clk sink count: 4
  – CTS tree: done
  – Resize count post-CTS: 0
  – CTS clk-pin slew, worst paths: ~40 ps

Global route
  – Initial antenna violation count: 0
  – Gr ovfl total: 0
  – Vias in the first global route: 106
  – First-pass GRT wire length: roughly 520 µm
  – Largest net degree at the start of global routing: 5
  – Total global-route track usage: 0.0118

Final layout
  – Most flop-heavy register: count
  – Max reg flops: 4
  – Final cell count without fillers: roughly 66
  – # fillers: 399
  – Share of cells above drive strength 1: 0.250
  – Final core utilization: 0.0835
  – Area delta synth->final: 88.4%
  – Top flop regs: count: 4 flops

Run
  – MaxCap Viol Count: 0
  – Tool warning count: 25

Status
  – Status: finished clean

Min path
  – Hold WC Path Type: in -> async
cell type report:
type                            instances  area [µm²]  area share
Multi-Input combinational cell          4        38.8       0.136
Timing Repair Buffer                    5        50.0       0.175
Inverter                                3        11.3      0.0395
Tap cell                               46        57.6       0.202
Sequential cell                         4         101       0.355
Clock buffer                            4        26.3      0.0921
routing by layer:
layer,track usage,vias to the layer above,routed length [µm]
met4,0.00528,0,15
met1,0.00935,40,117
li1,-,51,-
met3,0.0227,4,105
met2,0.0112,8,73
met5,0,-,0
cells in the final DEF, fill, tap and decap left out:
master,n
clkbuf_1,1
clkbuf_4,3
xnor2_1,2
clkdlybuf4s50_1,5
dfrtp_1,3
ha_1,1
dfstp_2,1
o21ai_2,1
inv_1,3
through the flow:
step	cell area [µm²]	hold WS [ps]
2_1_floorplan	151	64.4
3_3_place_gp	259	457
3_5_place_dp	259	488
4_1_cts	285	318
5_1_grt	285	323
6_report	285	316
cell usage after synthesis:
cell | n | area, µm²
o21ai_2 | 1 | 8.76
dfstp_2 | 1 | 26.3
inv_1 | 3 | 11.3
dfrtp_1 | 3 | 75.1
xnor2_1 | 2 | 17.5
ha_1 | 1 | 12.5
path summary, 6_finish.rpt:
kind / end / slack (ps) / depth (start not counted)
hold / removal: count[0]$_DFF_PN0_ / 320 / 1
setup reg to reg: count[2]$_DFF_PN1_ / 940 / 3
max in group asynchronous: count[2]$_DFF_PN1_ / 1240 / 1
min in group clk0: count[3]$_DFF_PN0_ / 480 / 1
setup / recovery: count[2] / 190 / 1
hold reg to reg: count[3]$_DFF_PN0_ / 480 / 1
power groups by stage:
stage | combinational (µW) | clock (µW) | sequential [µW]
CTS | 3.67 | 130 | 90.4
global route | 4.04 | 139 | 90.3
finish | 3.44 | 124 | 90.5
cell families (layout without fill, tap and decap cells):
kind of cell / after synthesis / in the layout / synth area share
compound gates: 1 / 1 / 0.0579
xor+xnor: 2 / 2 / 0.116
fa+ha+maj: 1 / 1 / 0.0826
buf+inv: 3 / 12 / 0.0744
flops: 4 / 4 / 0.669
No activity file was given, so power comes from the tool's default toggle rates.
